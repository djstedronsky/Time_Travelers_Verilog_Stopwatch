### ./design.v
module rtc_24bitcounter 
    (   input i_reset_n,         
        input i_rtcclk,          
	    input i_countenb,		 
		input i_countinit,		 
		input i_latchcount,		 
		output wire[23:0] o_count	 
		);
wire maxflag;
wire rflag1;
wire rflag2;
wire rflag3;
wire rflag4;
wire rflag5;
wire [3:0] bcdcount1;
wire [3:0] bcdcount2;
wire [3:0] bcdcount3;
wire [3:0] bcdcount4;
wire [3:0] bcdcount5;
wire [3:0] bcdcount6;
    rtc_4bitcounter #(4'd9) d1 (
        .i_reset_n (i_reset_n),
        .i_rtcclk (i_rtcclk),
        .i_countenb (i_countenb),
        .i_countinit (i_countinit),
        .i_latchcount (i_latchcount),
        .o_rolloverflag (rflag1),
        .o_bcdcount (bcdcount1)
        );
    rtc_4bitcounter #(4'd9) d2 (
        .i_reset_n (i_reset_n),
        .i_rtcclk (rflag1),
        .i_countenb (i_countenb),
        .i_countinit (i_countinit),
        .i_latchcount (i_latchcount),
        .o_rolloverflag (rflag2),
        .o_bcdcount (bcdcount2)
        );
    rtc_4bitcounter #(4'd9) d3 (
        .i_reset_n (i_reset_n),
        .i_rtcclk (rflag2),
        .i_countenb (i_countenb),
        .i_countinit (i_countinit),
        .i_latchcount (i_latchcount),
        .o_rolloverflag (rflag3),
        .o_bcdcount (bcdcount3)
        );
    rtc_4bitcounter #(4'd5) d4 (
        .i_reset_n (i_reset_n),
        .i_rtcclk (rflag3),
        .i_countenb (i_countenb),
        .i_countinit (i_countinit),
        .i_latchcount (i_latchcount),
        .o_rolloverflag (rflag4),
        .o_bcdcount (bcdcount4)
        );
    rtc_4bitcounter #(4'd9) d5 (
        .i_reset_n (i_reset_n),
        .i_rtcclk (rflag4),
        .i_countenb (i_countenb),
        .i_countinit (i_countinit),
        .i_latchcount (i_latchcount),
        .o_rolloverflag (rflag5),
        .o_bcdcount (bcdcount5)
        );
    rtc_4bitcounter #(4'd5) d6 (
        .i_reset_n (i_reset_n),
        .i_rtcclk (rflag5),
        .i_countenb (i_countenb),
        .i_countinit (i_countinit),
        .i_latchcount (i_latchcount),
        .o_rolloverflag (maxflag),
        .o_bcdcount (bcdcount6)
        );
	assign o_count [3:0] = bcdcount1;
	assign o_count [7:4] = bcdcount2;
	assign o_count [11:8] = bcdcount3;
	assign o_count [15:12] = bcdcount4;
	assign o_count [19:16] = bcdcount5;
	assign o_count [23:20] = bcdcount6;
endmodule
module rtc_4bitcounter 
#(parameter reg [3:0] ROLLOVER_COUNT = 4'd9)
    (   input i_reset_n,         
        input i_rtcclk,          
	    input i_countenb,		 
		input i_countinit,		 
		input i_latchcount,		 
		output reg o_rolloverflag,	 
		output reg[3:0] o_bcdcount	 
		);
always_ff @ (posedge i_rtcclk or negedge i_reset_n) begin
	if (~i_reset_n)
		begin:reset_condition
			o_bcdcount <= 4'd0;
			o_rolloverflag <= 0;
		end:reset_condition
    else 
		begin:count_enable
			if (i_countenb == 1'b1 & i_latchcount == 1'b1)
				begin:rollover
					if (o_bcdcount == ROLLOVER_COUNT)
						begin
						o_bcdcount <= 4'd0;
						o_rolloverflag <= 1'b1;
						end
					else
						begin
						o_bcdcount <= o_bcdcount + 1;
						o_rolloverflag <= 1'b0;
						end
				end:rollover
		end:count_enable
  end
endmodule
### ./run.sh
#!/bin/bash
# OpenROAD 26Q1-2900-gdf79404cd8, Yosys 0.63+post, stock flow scripts
make -C /OpenROAD-flow-scripts/flow DESIGN_CONFIG=/design/flow/config.mk WORK_HOME=/design/flow/orfs finish
### ./config.mk
export PLATFORM = sky130hd
export DESIGN_NAME = rtc_24bitcounter
export DESIGN_NICKNAME = rtc_24bitcounter
export VERILOG_FILES = /design/flow/design.v
export SDC_FILE = /design/flow/constraint.sdc
export NUM_CORES = 4
export LEC_CHECK = 1
export CORE_AREA = 10 10 94 94
export DIE_AREA = 0 0 104 104
### ./constraint.sdc
current_design rtc_24bitcounter

set clk_period 1.4
set clk_io_pct 0.2

create_clock -name clk0 -period $clk_period [get_ports {i_rtcclk}]

set non_clock_inputs [all_inputs -no_clocks]
set_input_delay [expr $clk_period * $clk_io_pct] -clock clk0 $non_clock_inputs
set_output_delay [expr $clk_period * $clk_io_pct] -clock clk0 [all_outputs]
==> run summary <==
Max clock buf depth: 2
Fin. max-slew vios: 0
Number of I/O port buffers: 27
Pin count of the biggest net entering global routing: 25
Required time of the critical path: 1120 ps
Number of buffers added by the clock tree synthesis step: 3
Netlist cell types: 22
Total standard cell area after synthesis: 1316 um2
Number of iterations in the first detailed-routing pass: 4
Arrival time at the worst endpoint: 1050 ps
Crit-path max FO: 2
Endpoint of the worst-slack reg-to-reg timing path: d1.o_bcdcount[3]
Die height: 104 um
Max Clk Rate: 753.1 MHz
Shortest period the worst path allows: 1328 ps
Diode insertion count for antenna repair: 0
Origin of the critical flop-to-flop path: d1.o_bcdcount[2]
Via count of the first global-routing pass: 923
Clock root buffer: sky130_fd_sc_hd__clkbuf_8
Ratio of final minimum period to clock period: 94.85%
Overall power consumption: 1.317 mW
H-tree levels: 1
Power Dens Cells: 734.7 nW/um2
Static Leak: 0.7279 nW
TritonCTS clock tree: yes
Crit-path slowest cell: sky130_fd_sc_hd__clkdlybuf4s50_1
First-pass GRT wire length: 4712 um
Violation tally from detailed-route iteration zero: 26
WL per Instance: 11.19 um
Number of warnings printed during yosys synthesis: 2
Placer Congestion: 0.7547
Worst hold path type: primary input to async pin
Kind of cell adding the most delay to the critical path: buffers and inverters
Actual slew at the worst max-slew pin: 332.8 ps
Critical path origin: d1.o_bcdcount[2]
Core utilization before placement: 19.27%
Post-route DRC: 0
Register pins left without a clock: 24
OpenROAD warning count: 26
Number of max-cap violations: 0
Summed standard-cell area reported by yosys: 1316 um2
WS Path Type: flop to primary output
Unrepaired setup endpoints after global routing: no
Category of the worst setup path launch point: flop
Yosys cell count: 116
Die span in x: 104 um
Run status: completed
Skew-Pair Late Insertion Delay: 220 ps
Num rows: 30
Chip Footprint: 10820 um2
Number of gates on the worst path with buffers counted: 1
GRT overflow: 0
CP peak stage delay: 470 ps
Buf+Inv Stages, Crit Path: 1
Sequential share of the synthesized area: 55.13%
Fraction of layout cells with a size suffix above 1: 14.94%
Count of flip-flops with a built-in enable after synthesis: 0
Number of vias per cell after detailed routing: 3.912
Post-synthesis instance total: 116
Core Box Area: 6832 um2
Setup slack on the worst flop-to-flop path: 240 ps
Mean instance size in the synthesized netlist: 11.35 um2
Antenna violation net count after detailed routing: 0
Kind of capture point of the worst setup path: primary output
Top-level port count: 29
Setup violations, final: 0
Seq cells post-synth: 29
Final routed wirelength across all metal layers: 2798 um
Worst IR Drop VDD: 0.0008539 V
Final HPWL from detailed placement: 2157 um
Proportion of synthesized flip-flops having asynchronous set or reset: 100.0%
Number of vias after detailed routing: 978
Hold violation total from the final report: 0
End point of the critical path: o_count[2]
Number of antenna violations at the first check in global routing: 0
Setup TNS: 0 ps
Max Clock Skew: 1.823 ps
Most frequently used flop master after synthesis: sky130_fd_sc_hd__dfrtp_1
Tot GR Track Use: 5.070%
Clock transition at the register clock pins on the worst setup and hold paths after CTS: 30 ps
Critical Path, Cell by Cell: clkdlybuf4s50_1
Depth of the most critical reg-to-reg path: 4
Normalized max-slew margin: 77.74%
Endpoints left unconstrained: 44
Synth-to-layout area growth: 36.22%
[per-stage QoR]
stage                     cells  utilization, %  cell area [um2]  worst slack (ps)  hold WS, ps
after detailed placement    243           25.26             1725             5.803        536.1
after floorplan             116               -             1316             387.7       -15.59
after CTS                   249           26.14             1785             4.150        347.6
after global placement      243           25.26             1725             11.89        534.6
final                       250           26.25             1793             72.08        331.8
after global routing        250           26.25             1793             5.835        356.3
[what timing repair did]
item / in CTS / in global routing
setup endpoints to repair: 3 / 1
setup buffers: 2 / 1
resized: 2 / 0
hold buffers: 0 / 0
[flip-flops by register name, indices dropped and copies added (netlist names)]
register and count:
d4.o_rolloverflag 1, d2.o_rolloverflag 1, d5.o_bcdcount 4, d5.o_rolloverflag 1
d1.o_bcdcount 4, d6.o_bcdcount 4, d1.o_rolloverflag 1, d3.o_rolloverflag 1
d3.o_bcdcount 4, d2.o_bcdcount 4, d4.o_bcdcount 4
[worst min path at each step]
stage             start               end  slack, ps  cells past startpoint
CTS           i_reset_n  d1.o_bcdcount[2]        350                      1
finish        i_reset_n  d1.o_bcdcount[3]        330                      1
global route  i_reset_n  d1.o_bcdcount[2]        360                      1
[Yosys cell counts, types with 4 or more instances]
| master | n | area (um2) |
|---|---|---|
| sky130_fd_sc_hd__nand4b_1 | 4 | 35.03 |
| sky130_fd_sc_hd__nand3_1 | 11 | 55.05 |
| sky130_fd_sc_hd__xnor2_1 | 12 | 105.1 |
| sky130_fd_sc_hd__nand3b_1 | 4 | 30.03 |
| sky130_fd_sc_hd__o21ai_1 | 6 | 30.03 |
| sky130_fd_sc_hd__nor3_1 | 6 | 30.03 |
| sky130_fd_sc_hd__nand2_1 | 11 | 41.29 |
| sky130_fd_sc_hd__a221oi_1 | 4 | 35.03 |
| sky130_fd_sc_hd__dfrtp_1 | 29 | 725.7 |
| sky130_fd_sc_hd__nor2b_1 | 8 | 50.05 |
[cell usage in the layout, fill, tap and decap left out, types with 4 or more instances in the layout]
| cell type | count |
|---|---|
| sky130_fd_sc_hd__a221oi_1 | 4 |
| sky130_fd_sc_hd__xnor2_1 | 12 |
| sky130_fd_sc_hd__nand2_1 | 11 |
| sky130_fd_sc_hd__nand3b_1 | 4 |
| sky130_fd_sc_hd__o21ai_1 | 6 |
| sky130_fd_sc_hd__nand4b_1 | 4 |
| sky130_fd_sc_hd__dfrtp_1 | 28 |
| sky130_fd_sc_hd__nor2b_1 | 8 |
| sky130_fd_sc_hd__nand3_1 | 11 |
| sky130_fd_sc_hd__clkdlybuf4s50_1 | 26 |
| sky130_fd_sc_hd__nor3_1 | 6 |
| sky130_fd_sc_hd__buf_4 | 11 |
[final cells by class]
class                           instances  area (um2)
Fill cell                             744        5039
Sequential cell                        29       726.9
Multi-Input combinational cell         83       549.3
Timing Repair Buffer                   38       351.6
Tap cell                               96       120.1
Clock buffer                            4       45.04
[where the power goes]
group / switching, mW / internal, mW
sequential: 0.136 / 0.356
combinational: 0.194 / 0.372
clock: 0.0649 / 0.195
total: 0.395 / 0.922
[kinds of logic after synthesis]
family                    share of synthesized area (%)
xor gates and xnor gates                          7.985
buffers and inverters                             3.136
and+or+nand+nor                                   23.67
DFF                                               55.13
AOI/OAI and AO/OA                                 10.08
[per-layer routing]
layer,GRT usage [%],part of all wire (%),vias up,routed length (um)
li1,-,-,492,-
met2,7.432,42,32,1167
met1,7.302,50,454,1391
met5,0,0,-,0
met4,0,0,0,0
met3,2.068,8.5,0,239
Power figures rest on the tool's default switching activity, not on a simulated workload.
